--- ./config.mk ---
export PLATFORM = sky130hd
export DESIGN_NAME = round_robin_arbiter
export DESIGN_NICKNAME = round_robin_arbiter
export VERILOG_FILES = /design/flow/design.v
export SDC_FILE = /design/flow/constraint.sdc
export NUM_CORES = 4
export LEC_CHECK = 1
export CORE_AREA = 10 10 70 70
export DIE_AREA = 0 0 80 80
--- ./constraint.sdc ---
current_design round_robin_arbiter

set clk_period 1.8
set clk_io_pct 0.2

create_clock -name clk0 -period $clk_period [get_ports {clk}]

set non_clock_inputs [all_inputs -no_clocks]
set_input_delay [expr $clk_period * $clk_io_pct] -clock clk0 $non_clock_inputs
set_output_delay [expr $clk_period * $clk_io_pct] -clock clk0 [all_outputs]
--- ./design.v ---
`timescale 1us/1us
module priority_arbiter #(
  parameter NUM_PORTS = 4
)(
    input  wire [NUM_PORTS-1:0] req_i,
    output wire [NUM_PORTS-1:0] gnt_o    
);
  assign gnt_o[0] = req_i[0];
  genvar i;
  for (i=1; i<NUM_PORTS; i=i+1) begin
    assign gnt_o[i] = req_i[i] & ~(|gnt_o[i-1:0]);
  end
endmodule
`timescale 1us/1us
module round_robin_arbiter (
  input     wire          clk  ,
  input     wire          rst_n,
  input     wire   [3:0]  req_i,
  output    wire   [3:0]  gnt_o
);
  reg [3:0] mask_q;
  wire [3:0] nxt_mask;
  always@(posedge clk or negedge rst_n)
    if (!rst_n)
      mask_q <= 4'hF;
    else
      mask_q <= nxt_mask;
  assign nxt_mask = gnt_o[0] ?  4'b1110 : gnt_o[1] ? 4'b1100 : gnt_o[2] ? 4'b1000 :gnt_o[3] ? 4'b0000 : mask_q ;
  wire [3:0] mask_req;
  assign mask_req = req_i & mask_q;
  wire [3:0] mask_gnt;
  wire [3:0] raw_gnt;
  priority_arbiter #(4) maskedGnt (.req_i (mask_req), .gnt_o (mask_gnt));
  priority_arbiter #(4) rawGnt    (.req_i (req_i),    .gnt_o (raw_gnt));
  assign gnt_o = |mask_req ? mask_gnt : raw_gnt;
endmodule
--- ./run.sh ---
#!/bin/bash
# OpenROAD 26Q1-2900-gdf79404cd8, Yosys 0.63+post, stock flow scripts
make -C /OpenROAD-flow-scripts/flow DESIGN_CONFIG=/design/flow/config.mk WORK_HOME=/design/flow/orfs finish
==> GITHUB_STEP_SUMMARY <==
### Metrics collected by this job

| Metric | Value |
|---|---|
| Worst Tran Pin Value | 0.282 ns |
| Max Slew Vio Count | 0 |
| Synth warn | 1 |
| WS Path Type | flop to output pin |
| Root Driver | clkbuf_4 |
| Worst reg2reg path depth | 6 |
| Distinct lib cells | 18 |
| OpenROAD warning count | 27 |
| CTS tree | done |
| Init Core Util | 0.0821 |
| Congestion Overflow GR | 0 |
| Req. time, crit path | approximately 1.4 ns |
| Status | finished, final reports clean |
| Synth Seq Share | 0.375 |
| Slowest cell on crit path | dfstp_2 |
| IO Pins | 10 |
| Clock transition at the registers of the reported paths | 0.04 ns |
| Fmax | 560 MHz |
| PD cells | 725 mW/mm^2 |
| Crit path launch type | flop |
| Cell count after synthesis | 33 |
| # H-tree levels | 1 |
| Syn Area/Cell | 8.49 um^2 |
| Area share, top type | 0.375 |
| Critical Path Sink Type | output pin |
| Largest net degree at the start of global routing | 8 |
| Critical Path, Cell by Cell | a22oi_2 > buf_4 > buf_4 > buf_4 > nand2_1 > a21oi_1 > clkbuf_2 |
| N_diodes | 0 |
| DR vias/cell | 3.37 |
| Setup violators final | 0 |
| Initial antenna violation count | 0 |
| Die height | 80 um |
| Pwr Total | 0.410 mW |
| Max stage delay on crit path | about 0.53 ns |
| Min cycle time layout | 1.79 ns |
| Slew Limit Headroom | 0.812 |
| Top cells excl fill/tap | buf_4, nand2_1, dfstp_2 |
| Die Width | 80 um |
| Delay-heaviest family, CP | flip-flops |
| Ys cells | 33 |
| Final Hold Viols | 0 |
| Post-synth regs | 4 |
| Top reg by flops | mask_q |
| Post-Route WL | 953 um |
| Final Cell Area | 566 um^2 |
| Top cells, area | dfstp_2, a21oi_1, o21ai_0 |
| Total track usage | 0.0278 |
| Share of cells above drive strength 1 | 0.534 |
| Peak fanout along the critical path | 3 |
| Initial DRT Pass Iterations | 4 |
| Avg WL per Cell | 9.16 um |
| CP bufs+invs | 4 |
| Vias in the first global route | roughly 320 |
| HP Class | input pin to asynchronous set/reset pin |
| DR iter-0 viols | 24 |
| Worst R2R End | mask_q[1]$_DFFE_PN1P_ |
| Tally of filler cells in the layout | around 390 |
| Sink Count | 4 |
| Num CTS Buffers | 3 |
| Area leader, netlist | dfstp_2 |
| Max-Cap Viols | 0 |
| Final antenna-violating net count | 0 |
| Core Footprint | 0.00342 mm^2 |
| Max reg flops | 4 |
| R2r startpoint | mask_q[0]$_DFFE_PN1P_ |
| Max VDD drop | 0.164 mV |
| DP HPWL | 687 um |
| Dominant logic cell type in the layout | buf_4 |
| Synth-to-Final Area Change | 102% |
| Std cell rows | 21 |
| Clock Skew | 0.00577 ns |
| Yosys chip area | 280 um^2 |
| R2R Setup Slk | about 0.55 ns |
| Biggest regs | mask_q (4) |
| Placed inst area | 480 um^2 |
| LEAKAGE | 0.251 nW |
| Vias | 350 |
| RSZ-0062 raised after global routing | true |
| Worst Path Arrival | 1.43 ns |
| CTS Hold Bufs | 0 |
| Area of the mapped netlist | 280 um^2 |
| Ratio of final minimum period to clock period | 0.992 |
| Port bufs | 9 |
| Top cell by count, worst path | buf_4 |
| First-pass GRT wire length | approximately 1.4 mm |
| DRC | 0 |
| Die area | approximately 0.0064 mm^2 |
| Clk buf depth | 2 |
| Clk latency late pin | 0.24 ns |
| Placer congestion estimate | 0.798 |
[through the flow]
stage          std cells  setup TNS (ns)  hold WS (ns)  utilization  setup slack (ns)
2_1_floorplan         33               0         0.212            -             0.450
3_3_place_gp          95           -1.92         0.505        0.141            -0.518
3_5_place_dp          95           -1.96         0.506        0.141            -0.523
4_1_cts              100          -0.175         0.528        0.155            -0.175
5_1_grt              104         -0.0610         0.528        0.166           -0.0529
6_report             104               0         0.525        0.166            0.0143
[cells in the mapped netlist, drive strengths merged]
library cell  number
a211o              1
a21boi             1
a21oi              3
a22o               1
a22oi              2
and3               1
buf                1
dfstp              4
inv                3
nand2              4
nand2b             1
nor2               2
nor3b              1
o211ai             1
o21ai              3
o21bai             2
o32ai              1
or3                1
[power breakdown]
group,switching [mW],total (mW),internal [mW]
sequential,0.0151,0.131,0.116
clock,0.0371,0.112,0.0746
combinational,0.0693,0.167,0.0982
[final cells by class]
cell class | count | area, um^2 | area share
Sequential cell | 4 | 105 | 0.186
Tap cell | 46 | 57.6 | 0.102
Clock buffer | 3 | 22.5 | 0.0398
Multi-Input combinational cell | 25 | 181 | 0.321
Timing Repair Buffer | 23 | 188 | 0.332
Inverter | 3 | 11.3 | 0.0199
[timing repair]
action | 4_1_cts | 5_1_grt
gates cloned | 0 | 0
setup buffers | 2 | 4
pin swaps | 2 | 2
setup endpoints to repair | 4 | 4
resized | 18 | 6
[per-layer routing]
metal | up-vias | wire length (um) | track usage
li1 | 171 | - | -
met1 | 164 | 469 | 0.0374
met2 | 13 | 353 | 0.0353
met3 | 2 | 103 | 0.0170
met4 | 0 | 27 | 0.00880
met5 | - | 0 | 0
[worst max-delay path by stage]
stage	start	end	depth (start not counted)
5_1_grt	mask_q[0]$_DFFE_PN1P_	gnt_o[3]	7
4_1_cts	req_i[0]	gnt_o[2]	6
6_report	mask_q[0]$_DFFE_PN1P_	gnt_o[3]	7
[cells by family (layout without fill, tap and decap cells)]
| group | Yosys count | after routing | synth area share |
|---|---|---|---|
| buffers and inverters | 4 | 29 | 0.0670 |
| AND/OR/NAND/NOR | 10 | 10 | 0.192 |
| flip-flops | 4 | 4 | 0.375 |
| AND-OR/OR-AND | 15 | 15 | 0.366 |
No activity file was given, so power comes from the tool's default toggle rates.
